==> flow/design.v <==
`timescale 1ns/1ns
module Counter #(parameter N = 10)(input clk, rst, en, output reg [N-1:0] cnt);
  always @(posedge clk, posedge rst) begin
    if (rst)
      cnt <= 0;
    else if (en)
      cnt <= cnt + 1;
  end
endmodule
==> flow/run.sh <==
#!/bin/bash
# OpenROAD 26Q1-2900-gdf79404cd8, Yosys 0.63+post, stock flow scripts
make -C /OpenROAD-flow-scripts/flow DESIGN_CONFIG=/design/flow/config.mk WORK_HOME=/design/flow/orfs finish
==> flow/config.mk <==
export PLATFORM = sky130hd
export DESIGN_NAME = Counter
export DESIGN_NICKNAME = Counter
export VERILOG_FILES = /design/flow/design.v
export SDC_FILE = /design/flow/constraint.sdc
export NUM_CORES = 4
export LEC_CHECK = 1
export CORE_AREA = 10 10 70 70
export DIE_AREA = 0 0 80 80
==> flow/constraint.sdc <==
current_design Counter

set clk_period 2.7
set clk_io_pct 0.2

create_clock -name clk0 -period $clk_period [get_ports {clk}]

set non_clock_inputs [all_inputs -no_clocks]
set_input_delay [expr $clk_period * $clk_io_pct] -clock clk0 $non_clock_inputs
set_output_delay [expr $clk_period * $clk_io_pct] -clock clk0 [all_outputs]
==> impl_metrics.yaml <==
# generated from flow reports
run_status:
  status: "finished, final reports clean"
floorplanning:
  core.rowCount: 21
  floorplan.core_area_um2: 3420
  dieArea_um2: 6400
  die-width_um: 80
  die_height_um: 80
  pin_count: 13
  share_of_the_core_filled_by_cells_before_placement_pct: 13.3
critical_path:
  arrival_ns: 1.24
  crit_path_launch: "cnt[2]"
  critPathBufInv: 1
  path_class: "register to output pin"
  timing.critical_path.to_type: "output pin"
  critical_path_peak_fanout: 6
  sort_of_element_at_the_start_of_the_critical_path: "register"
  critPathSlowestCell: "clkdlybuf4s50_1"
  critical_path_required_ns: 2.16
  critical_path.cell_chain: "clkdlybuf4s50_1"
  setup.reg_to_reg.worst_slack_ns: 1.60
  cp_slowest_stage_delay_ns: 0.52
  worst_r2r_start: "cnt[0]"
  critPathTopFamily: "buffers and inverters"
logic_synthesis:
  synth_area_per_cell_um2: 12.2
  synth-warning-count: 1
  ys_seq_share_pct: 55.2
  synth_cell_types: 15
  synth-area-yosys_um2: 453
  synth_area_um2: 453
  postSynthCellCount: 37
  synth_flops: 10
  synth-cells-yosys: 37
final_timing:
  period_minus_slack_ns: 1.78
  worst_slew_pin_slew_ns: 0.380
  timing.final.setup_violations: 0
  layout_worst_path_cycle_share_pct: 65.8
  skew_final_ns: 0.00233
  setup_slack_ns: 0.923
  rsz0062_at_grt: "no"
  achievable-frequency_mhz: 563
  hold_viol_final: 0
  timing.setup.tns_ns: 0
  worst_slew_slack_as_a_fraction_of_its_limit_pct: 74.7
  drv_slew: 0
detailed_routing:
  antenna-diode-count: 0
  wl_per_cell_um: 9.78
  vias: 313
  vias_per_cell: 3.23
  drt_first_pass_iters: 3
  drc: 0
  wl_um: 949
  antenna_violating_nets_post_route: 0
  drc_marker_count_from_the_first_detailed_route_iteration: 18
clock_tree:
  clkSinkCount: 10
  cts_tree: "built"
  holdBufCountCts: 0
  worstSkewPairLatency_ns: 0.26
  clkSlewWorstSetupHoldPaths_ns: 0.06
  cts_made_buffers: 3
  cts_max_level: 1
  maximum_clock_path_buffer_count: 2
  ctsResizeCount: 0
  cts.repair_timing.setup_buffer_count: 0
  clock_tree.root_cell: "clkbuf_4"
placed_design:
  numPortBuffers: 12
  place.gp.congestion: 0.684
  post_dp_cell_area_um2: 626
  pre_cts_ws_ns: 0.937
layout:
  layout-drive-gt1-share_pct: 13.7
  number_of_flip_flops_in_the_largest_register: 10
  regMostFlops: "cnt"
  area_growth_syn_to_layout_pct: 43.1
  layout.cell_area.non_filler_um2: 648
  reg_top3: "cnt x10"
hold_path:
  hold_path_startpoint: "cnt[9]"
  hold_path.class: "register to register"
pwr:
  power_leakage_nw: 0.269
  post-layout-total-power_w: 0.000558
  vdd_drop_max_v: 0.000294
  power.density_nw_per_um2: 862
grt:
  groute.layer.met3.usage_pct: 2.84
  antenna_found_initial: 0
  grt_pass1_wl_um: 1520
  grt_start_max_net_pins: 11
  grt_use_met2_pct: 3.61
  grt_pass1_vias: 307
  gr-max-usage-layer: "met1"
  grt.total_usage_pct: 3.01
  grt_use_met1_pct: 3.88
  globalRoute.totalOverflow: 0
flow_run:
  warnings: 25
  cap_violations: 0
-- cell usage in the layout (no fill, tap or decap), drive strengths merged --
cell / n
nand3: 2
nand2: 3
xnor2: 5
nor3: 2
nand4: 4
dfrtp: 10
and3: 1
xor2: 4
mux2: 1
and4: 1
clkdlybuf4s50: 12
nor2: 1
ha: 1
inv: 1
clkbuf: 3
-- cell type report --
type / count / area (µm²)
Tap cell: 46 / 57.6
Multi-Input combinational cell: 25 / 194
Inverter: 1 / 3.75
Sequential cell: 10 / 250
Fill cell: 392 / 2770
Timing Repair Buffer: 12 / 120
Clock buffer: 3 / 22.5
-- path summary, 6_finish.rpt --
path                       endpoint  cells after the start
max                          cnt[2]                      1
max reg2reg                  cnt[1]                      2
min                          cnt[9]                      1
max in group asynchronous    cnt[3]                      2
min reg2reg                  cnt[9]                      1
min in group asynchronous    cnt[9]                      2
-- Yosys cell counts --
library cell	instances	area [µm²]
dfrtp_1	10	250
xnor2_1	5	43.8
xor2_1	4	35.0
nand2_1	3	11.3
nand4_1	3	18.8
nand3_1	2	10.0
nor3_2	2	20.0
and3_1	1	6.26
and4_1	1	8.76
buf_2	1	5.00
ha_1	1	12.5
inv_1	1	3.75
mux2_2	1	11.3
nand4_2	1	12.5
nor2_1	1	3.75
-- report_power, final --
part / switching [W] / leakage (nW) / internal (W)
sequential: 0.0000763 / 0.128 / 0.000200
combinational: 0.0000540 / 0.127 / 0.000132
clock: 0.0000446 / 0.0138 / 0.0000511
-- layer usage --
| layer | wire length, µm | part of all wire [%] |
|---|---|---|
| met2 | 370 | 39 |
| met1 | 412 | 43 |
| met4 | 16 | 1.7 |
| met5 | 0 | 0 |
| met3 | 150 | 16 |
-- stage by stage --
stage	instances	hold WS, ns	utilization [%]
floorplan	37	0.380	-
global placement	94	0.456	18.3
detailed placement	94	0.465	18.3
CTS	97	0.478	19.0
global route	97	0.496	19.0
finish	97	0.475	19.0
-- cells by family (layout without fill, tap and decap cells) --
family                   after synthesis  count (layout)  synth area share [%]
buffers and inverters                  2              16                  1.93
XOR/XNOR                               9               9                  17.4
multiplexers                           1               1                  2.49
flip-flops                            10              10                  55.2
AND/OR/NAND/NOR                       14              14                  20.2
adder cells (fa/ha/maj)                1               1                  2.76
Power is estimated from default activity; no workload was simulated.
