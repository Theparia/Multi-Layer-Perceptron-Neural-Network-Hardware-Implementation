$ cat /design/flow/config.mk
export PLATFORM = sky130hd
export DESIGN_NAME = PU_Datapath
export DESIGN_NICKNAME = PU_Datapath
export VERILOG_FILES = /design/flow/design.v
export SDC_FILE = /design/flow/constraint.sdc
export NUM_CORES = 4
export LEC_CHECK = 1
export CORE_UTILIZATION = 30
$ cat /design/flow/constraint.sdc
current_design PU_Datapath

set clk_period 34.8
set clk_io_pct 0.2

create_clock -name clk0 -period $clk_period [get_ports {clk}]

set non_clock_inputs [all_inputs -no_clocks]
set_input_delay [expr $clk_period * $clk_io_pct] -clock clk0 $non_clock_inputs
set_output_delay [expr $clk_period * $clk_io_pct] -clock clk0 [all_outputs]
$ cat /design/flow/design.v
`timescale 1ns/1ns
module Accumulator(input clk, rst, en, input[20:0] in, output reg[20:0] out);
  wire[20:0] adder_out;
  Adder adder(in, out, adder_out);
  always @(posedge clk, posedge rst) begin
    if(rst) 
      out <= 21'd0;
    else if(en) 
      out <= adder_out;
    else 
      out <= out;
  end
endmodule
`timescale 1ns/1ns
module ActivationFunction(input[20:0] in, output[7:0] out);
  wire [20:0] relu_out;
  assign relu_out = in[20] ? 21'd0 : in;
  assign out = (relu_out > 21'd127) ? {1'b0, 7'd127} : {1'b0, relu_out[6:0]};  
endmodule
`timescale 1ns/1ns
module Adder(input [20:0] in1, in2, output reg [20:0] out);	
	always @(*) begin
		if (in1[20] && in2[20])
			out = {1'b1, in1[19:0] + in2[19:0]};
		else if (!in1[20] && !in2[20])
			out = {1'b0, in1[19:0] + in2[19:0]};
		else if (in1[19:0] > in2[19:0])
			out = {in1[20], in1[19:0] - in2[19:0]};
		else if(in1[19:0] <= in2[19:0])
			out = {in2[20], in2[19:0] - in1[19:0]};
	end
endmodule
`timescale 1ns/1ns
module AdderTree(input[14:0] in1, in2, in3, in4, in5, in6, in7, in8, output[20:0] res);
  wire [20:0] temp_res1, temp_res2, temp_res3, temp_res4, temp_res5, temp_res6;
  Adder layer0_1({in1[14], 6'd0, in1[13:0]}, {in2[14], 6'd0, in2[13:0]}, temp_res1);
  Adder layer0_2({in3[14], 6'd0, in3[13:0]}, {in4[14], 6'd0, in4[13:0]}, temp_res2);
  Adder layer0_3({in5[14], 6'd0, in5[13:0]}, {in6[14], 6'd0, in6[13:0]}, temp_res3);
  Adder layer0_4({in7[14], 6'd0, in7[13:0]}, {in8[14], 6'd0, in8[13:0]}, temp_res4);
  Adder layer1_1(temp_res1, temp_res2, temp_res5);
  Adder layer1_2(temp_res3, temp_res4, temp_res6);
  Adder layer2_1(temp_res5, temp_res6, res);
endmodule
`timescale 1ns/1ns
module get_PU_inputs(input[62 * 8-1:0] inputs_neuron, weights_neuron, input[3:0] round, output[63:0] selected_inputs, selected_weights);
  assign selected_weights = round < 4'd7 ? weights_neuron[(round + 1) * 64 - 1 -: 64] : {16'd0, weights_neuron[62 * 8 - 1 : 64 * 7]};
	assign selected_inputs = round < 4'd7 ? inputs_neuron[(round + 1) * 64 - 1 -: 64] : {16'd0, inputs_neuron[62 * 8 - 1 : 64 * 7]};
endmodule
`timescale 1ns/1ns
module Multiplier (input [7:0] in1, in2, output reg[14:0] out);
  always @(*) begin
      out[13:0] = in1[6:0] * in2[6:0];
      out[14] = in1[7] ^ in2[7];
  end
endmodule
`timescale 1ns/1ns
module PU_Datapath(input clk, rst, ld, acc_rst, read_data_reg_ld, input[62*8-1:0] inputs_neuron, weights_neuron, input[7:0] bias, 
                input[3:0] round, input mult_done, output[7:0] out);
  wire[14:0] mult_out[7:0];
  wire[14:0] mult_reg_in[7:0];
  wire[63:0] inp_pu, weight_pu;
  wire[20:0] adder_tree_out, reg_in, reg_out, adder_out;
  wire[14:0] bias_out;
  wire[62*8-1:0] inputs, weights;
  Register #(62*8) inp_reg(clk, rst, read_data_reg_ld, inputs_neuron, inputs);
  Register #(62*8) weight_reg(clk, rst, read_data_reg_ld, weights_neuron, weights);
  get_PU_inputs pu_inps(inputs, weights, round, inp_pu, weight_pu);
  genvar i;
  generate
    for(i = 0; i < 8; i = i + 1) begin: mults
      Multiplier mult (inp_pu[(i + 1) * 8 - 1: i * 8], weight_pu[(i + 1) *  8 - 1: i * 8], mult_out[i]);
    end
  endgenerate
  AdderTree adder_tree(mult_out[7], mult_out[6], mult_out[5], mult_out[4], mult_out[3], mult_out[2], mult_out[1], mult_out[0], adder_tree_out);
  Multiplier bias_mult(bias, 8'b01111111, bias_out);
  Adder adder(adder_tree_out, {bias_out[14], 6'd0, bias_out[13:0]}, adder_out);
  assign reg_in = mult_done ? adder_out : adder_tree_out;
  Accumulator acc(clk, acc_rst, ld, reg_in, reg_out);
  ActivationFunction act_func({reg_out[20], 9'd0, reg_out[19:9]}, out);
endmodule
`timescale 1ns/1ns
module Register #(parameter N = 8) (input clk, rst, ld, input[N-1:0] in, output reg[N-1:0] out);
	always @(posedge clk, posedge rst) begin
		if (rst) 
			out <= 0;
		else if (ld) 
			out <= in;
	end
endmodule
$ cat /design/flow/run.sh
#!/bin/bash
# OpenROAD 26Q1-2900-gdf79404cd8, Yosys 0.63+post, stock flow scripts
make -C /OpenROAD-flow-scripts/flow DESIGN_CONFIG=/design/flow/config.mk WORK_HOME=/design/flow/orfs finish
==> report_table.html <==
<p>Metrics extracted from the flow reports.</p>
<table>
<tr><th>Metric</th><th>Value</th></tr>
<tr><th colspan="2">Outcome</th></tr>
<tr><td>Status</td><td>completed</td></tr>
<tr><th colspan="2">Die</th></tr>
<tr><td>Core Region</td><td>262,300 µm²</td></tr>
<tr><td>Placement row count</td><td>188</td></tr>
<tr><td>Die H</td><td>515.6 µm</td></tr>
<tr><td>Die Width</td><td>roughly 520 µm</td></tr>
<tr><td>Die ar.</td><td>around 270,000 µm²</td></tr>
<tr><td>Number of top-level pins</td><td>between 1,000 and 1,500</td></tr>
<tr><td>Initial Util</td><td>0.3017</td></tr>
<tr><th colspan="2">Clock tree</th></tr>
<tr><td>Deepest level of the CTS H-tree</td><td>3</td></tr>
<tr><td>Setup Buffers After CTS</td><td>0</td></tr>
<tr><td>Number of buffers between clock root and the deepest sink</td><td>3</td></tr>
<tr><td>Post-CTS resize count</td><td>0</td></tr>
<tr><td>Hold-fix buffers, CTS</td><td>0</td></tr>
<tr><td>Clock tree sinks</td><td>1,013</td></tr>
<tr><td>Number of buffers added by the clock tree synthesis step</td><td>113</td></tr>
<tr><td>Clock tree from TritonCTS</td><td>built</td></tr>
<tr><td>CTS clock-pin slew for the worst setup and hold paths</td><td>~0.060 ns</td></tr>
<tr><td>Root Buffer</td><td>sky130_fd_sc_hd__clkbuf_16</td></tr>
<tr><td>Skew-Pair Late Insertion Delay</td><td>0.82 ns</td></tr>
<tr><th colspan="2">Setup path</th></tr>
<tr><td>R2R cell count</td><td>roughly 90</td></tr>
<tr><td>CP max-delay cell</td><td>sky130_fd_sc_hd__ha_4</td></tr>
<tr><td>Crit path launch type</td><td>input pin</td></tr>
<tr><td>Worst Setup Path Type</td><td>in -&gt; reg</td></tr>
<tr><td>Most frequent cell on the critical path</td><td>sky130_fd_sc_hd__o21ai_0</td></tr>
<tr><td>Longest individual stage delay on the worst path</td><td>between 0.7 and 0.8 ns</td></tr>
<tr><td>Largest fanout of any net on the critical path</td><td>roughly 40</td></tr>
<tr><td>Critical Path Start</td><td>round[1]</td></tr>
<tr><td>Crit path required time</td><td>around 36 ns</td></tr>
<tr><td>Critical R2R Capture</td><td>acc.out[17]</td></tr>
<tr><td>Launch instance of the worst register-to-register path</td><td>inp_reg.out[468]</td></tr>
<tr><td>CP arrival</td><td>31.79 ns</td></tr>
<tr><td>Register-to-register path setup slack</td><td>11.59 ns</td></tr>
<tr><td>Type of destination of the critical path</td><td>flip-flop</td></tr>
<tr><td>End point of the critical path</td><td>acc.out[17]</td></tr>
<tr><th colspan="2">Route</th></tr>
<tr><td>Post-detailed-route DRC marker count</td><td>0</td></tr>
<tr><td>Average vias per placed instance</td><td>5.076</td></tr>
<tr><td>Iteration tally of the first detailed-router pass</td><td>6</td></tr>
<tr><td>Average wire per standard cell</td><td>between 20 and 25 µm</td></tr>
<tr><td>Total wirelength of the detailed-routed design</td><td>about 300 mm</td></tr>
<tr><td>Antenna viol nets, final</td><td>0</td></tr>
<tr><td>Total via count in the routed design</td><td>61,480</td></tr>
<tr><td>Starting DRT DRC Count</td><td>about 3,900</td></tr>
<tr><th colspan="2">Cells and area</th></tr>
<tr><td>Non-Filler Instances</td><td>around 12,000</td></tr>
<tr><td>Area growth from synthesis to layout</td><td>23.32%</td></tr>
<tr><td>Footprint of the flip-flops and latches</td><td>25,350 µm²</td></tr>
<tr><td>Fill cells</td><td>about 25,000</td></tr>
<tr><td>Combinational gate area</td><td>49,590 µm²</td></tr>
<tr><td>Core utilization of the finished layout</td><td>0.3720</td></tr>
<tr><td>Fraction of final layout cells with drive strength greater than 1</td><td>0.2004</td></tr>
<tr><th colspan="2">Yosys</th></tr>
<tr><td>Most numerous cell in the Yosys netlist</td><td>sky130_fd_sc_hd__mux2_2</td></tr>
<tr><td>Synth area leaders</td><td>sky130_fd_sc_hd__dfrtp_1, sky130_fd_sc_hd__mux2_2, sky130_fd_sc_hd__ha_1</td></tr>
<tr><td>Most frequently used flop master after synthesis</td><td>sky130_fd_sc_hd__dfrtp_1</td></tr>
<tr><td>Count of state elements after synthesis</td><td>1,013</td></tr>
<tr><td>Async S/R FF share, synth</td><td>1.000</td></tr>
<tr><td>Area leader, netlist</td><td>sky130_fd_sc_hd__dfrtp_1</td></tr>
<tr><td>Yosys Instances</td><td>~7,500</td></tr>
<tr><td>Number of synthesis warnings</td><td>5</td></tr>
<tr><td>Synth cell count leaders</td><td>sky130_fd_sc_hd__mux2_2, sky130_fd_sc_hd__dfrtp_1, sky130_fd_sc_hd__inv_1, sky130_fd_sc_hd__ha_1, sky130_fd_sc_hd__a21oi_1</td></tr>
<tr><td>Cell Area, Synth</td><td>79,120 µm²</td></tr>
<tr><td>Average cell area after synthesis</td><td>10.55 µm²</td></tr>
<tr><td>Number of distinct library cell variants in the gate-level netlist after synthesis</td><td>~99</td></tr>
<tr><td>Share of Yosys cell area claimed by the top area cell type</td><td>0.3204</td></tr>
<tr><td>Synthesized instance count</td><td>roughly 7,500</td></tr>
<tr><td>Number of enable flip-flop cells</td><td>0</td></tr>
<tr><td>Post-synthesis sequential area ratio</td><td>0.3204</td></tr>
<tr><td>Post-synth area from yosys stat</td><td>79,120 µm²</td></tr>
<tr><th colspan="2">STA</th></tr>
<tr><td>Share of the cycle needed by the critical path after routing</td><td>0.8930</td></tr>
<tr><td>Time the worst path needs with I/O delays and setup</td><td>about 31 ns</td></tr>
<tr><td>Worst-Margin Slew</td><td>0.9548 ns</td></tr>
<tr><td>RSZ-0062 raised after global routing</td><td>false</td></tr>
<tr><td>Worst clock skew</td><td>a little under 0.09 ns</td></tr>
<tr><td>Number of setup violations in the final report</td><td>0</td></tr>
<tr><td>Slew margin rel.</td><td>0.3634</td></tr>
<tr><td>Peak clock frequency supported by timing</td><td>0.03218 GHz</td></tr>
<tr><td>Final TNS setup</td><td>0 ns</td></tr>
<tr><td>Fin. Hold Viols</td><td>0</td></tr>
<tr><td>Final Max-Slew Violation Tally</td><td>0</td></tr>
<tr><td>Fin worst setup slack</td><td>around 3.7 ns</td></tr>
<tr><th colspan="2">GRT</th></tr>
<tr><td>Number of antenna violations at the first check in global routing</td><td>approximately 160</td></tr>
<tr><td>Pin count of the biggest net entering global routing</td><td>131</td></tr>
<tr><td>Number of global-route vias before repair</td><td>roughly 63,000</td></tr>
<tr><td>Wire length of the first global-routing pass</td><td>roughly 440 mm</td></tr>
<tr><td>Total global routing overflow</td><td>0</td></tr>
<tr><td>Tot GR Track Use</td><td>0.2331</td></tr>
<tr><th colspan="2">Place</th></tr>
<tr><td>Total placed cells including tap cells</td><td>around 12,000</td></tr>
<tr><td>Final HPWL DP</td><td>roughly 250 mm</td></tr>
<tr><td>Pre-CTS WS</td><td>3.083 ns</td></tr>
<tr><td>Global placer's final weighted congestion</td><td>~0.99</td></tr>
<tr><td>Number of buffers inserted by port buffering</td><td>roughly 1,000</td></tr>
<tr><th colspan="2">Hold path</th></tr>
<tr><td>Hold Crit Start</td><td>inp_reg.out[276]</td></tr>
<tr><td>Count of cells along the worst hold path</td><td>1</td></tr>
<tr><td>Worst min-delay path category</td><td>reg -&gt; reg</td></tr>
<tr><th colspan="2">Flow run</th></tr>
<tr><td>Number of warnings the tools reported</td><td>333</td></tr>
<tr><td>Maximum Capacitance Violations</td><td>0</td></tr>
</table>
## worst min path at each step
stage,end
6_report,inp_reg.out[276]
5_1_grt,weight_reg.out[39]
4_1_cts,inp_reg.out[276]
## cell type report
| type | count | area share |
|---|---|---|
| timing repair buffer | 1167 | 0.1171 |
| clock inverter | 29 | 0.005052 |
| tap | 3515 | 0.04507 |
| inverter | 759 | 0.02924 |
| antenna | 90 | 0.002308 |
| clock buffer | 168 | 0.03325 |
| multi-input combinational | 5369 | 0.5082 |
| sequential | 1013 | 0.2598 |
## cells by family (layout without fill, tap and decap cells)
| logic type | Yosys count | count (layout) | synth area share |
|---|---|---|---|
| xor+xnor | 242 | 242 | 0.02698 |
| other cells | 1 | 91 | 0.00004739 |
| flops | 1013 | 1013 | 0.3204 |
| fa+ha+maj | 953 | 953 | 0.1733 |
| buf+inv | 1121 | 2123 | 0.05429 |
| mux | 1394 | 1394 | 0.2278 |
| simple gates | 1302 | 1302 | 0.07895 |
| compound gates | 1477 | 1477 | 0.1183 |
## through the flow
stage	hold WS (ns)	instance area (µm²)
after detailed placement	0.4913	93610
after floorplan	0.4721	79130
final	0.4971	97580
after CTS	0.5046	97350
after global placement	0.4850	93610
after global routing	0.5135	97510
## layer usage
| layer | vias to the layer above | global-route usage | wire length, µm |
|---|---|---|---|
| met5 | - | 0 | 516 |
| li1 | 28350 | - | - |
| met4 | 78 | 0.08186 | 10890 |
| met2 | 1953 | 0.3621 | 141400 |
| met1 | 30640 | 0.2980 | 118900 |
| met3 | 455 | 0.09085 | 29070 |
## critical path: cells and delay by family
family | cells | cell delay, ns
simple gates | 25 | 5.08
xor+xnor | 2 | 0.31
compound gates | 43 | 10.26
mux | 4 | 1.42
buf+inv | 11 | 2.38
fa+ha+maj | 11 | 5.12
## flip-flops by register name, summed over array words and instances (netlist names)
signal,flops
weight_reg.out,496
acc.out,21
inp_reg.out,496
## layout by cell type, fill, tap and decap left out, drive strengths merged, types with 14 or more instances in the layout
cell           netlist  final
and3                27     27
clkdlybuf4s50        0   1013
a211oi              32     32
nor4                26     26
mux2              1036   1036
buf                 72    154
a21oi              513    513
a221oi              14     14
or2                 78     78
ha                 715    715
and2                32     32
nand2b              69     69
nand3               84     84
xor2                64     64
a31oi               39     39
mux4               219    219
nand4               25     25
clkinv               4     18
or3                 31     31
xnor2              178    178
diode                0     90
mux2i              139    139
o31ai               29     29
clkbuf             290    168
nor2b              114    114
o21a                35     35
nor2               425    425
nand2              305    305
nor3                55     55
a22oi               58     58
a22o                14     14
a21o                86     86
o21ai              282    282
fa                 238    238
inv                755    759
o21bai             207    207
o211ai              39     39
dfrtp             1013   1013
