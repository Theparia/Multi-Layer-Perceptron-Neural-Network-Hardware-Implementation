==> flow/design.v <==
`timescale 1ns/1ns
module Label(input[79:0] output_layer_out, output reg[3:0] mnist_class);
  integer i;
	reg[3:0] max;
	always @(*) begin
    mnist_class = 4'd0;
    max = output_layer_out[7:0];
    for (i = 0; i < 10; i = i + 1) begin
      if (max < output_layer_out[i * 8 +: 8]) begin
        max = output_layer_out[i * 8 +: 8];
        mnist_class = i;
      end
    end
	end
endmodule
==> flow/run.sh <==
#!/bin/bash
# OpenROAD 26Q1-2900-gdf79404cd8, Yosys 0.63+post, stock flow scripts
make -C /OpenROAD-flow-scripts/flow DESIGN_CONFIG=/design/flow/config.mk WORK_HOME=/design/flow/orfs finish
==> flow/config.mk <==
export PLATFORM = sky130hd
export DESIGN_NAME = Label
export DESIGN_NICKNAME = Label
export VERILOG_FILES = /design/flow/design.v
export SDC_FILE = /design/flow/constraint.sdc
export NUM_CORES = 4
export LEC_CHECK = 1
export CORE_AREA = 10 10 104 104
export DIE_AREA = 0 0 114 114
==> flow/constraint.sdc <==
current_design Label

set clk_period 18.3
set clk_io_pct 0.2

create_clock -name clk0 -period $clk_period

set non_clock_inputs [all_inputs -no_clocks]
set_input_delay [expr $clk_period * $clk_io_pct] -clock clk0 $non_clock_inputs
set_output_delay [expr $clk_period * $clk_io_pct] -clock clk0 [all_outputs]
==> results_tabular.tex <==
% Synthesis and place-and-route results
\begin{tabular}{lr}
\hline
Metric & Value \\
\hline
\multicolumn{2}{l}{\textbf{Placement}} \\
\# port buffers & 80 \\
Dpl cells & 489 \\
HPWL Detailed & 5.75 mm \\
RD Place Congestion & 0.842 \\
Worst slack after detailed placement & -2.49 ns \\
\multicolumn{2}{l}{\textbf{Power}} \\
Worst vdd rail ir drop & 0.00958 mV \\
Power per Cell Area & roughly 18 nW/um\^{}2 \\
Leakage power summed over all cells & 2.04 nW \\
Post-layout power & 80.8 uW \\
\multicolumn{2}{l}{\textbf{Flow run}} \\
Maxcap violations & 0 \\
Log Warnings & 39 \\
\multicolumn{2}{l}{\textbf{Final layout}} \\
Clock tree buffer count of the final layout & 0 \\
Sequential standard cell area & 0 sq um \\
Post-synthesis to final-layout area growth & 156\% \\
Total number of sequential cells & 0 \\
Post-route insts no fill & 577 \\
Fraction of layout instances using a drive strength above 1 & 0.548 \\
\multicolumn{2}{l}{\textbf{Synthesis}} \\
Post-Syn Area & 1750 sq um \\
Cell type with the largest total area & sky130\_fd\_sc\_hd\_\_ha\_1 \\
Most numerous cell in the Yosys netlist & sky130\_fd\_sc\_hd\_\_inv\_1 \\
Top cells by count & sky130\_fd\_sc\_hd\_\_inv\_1, sky130\_fd\_sc\_hd\_\_ha\_1, sky130\_fd\_sc\_hd\_\_nand2\_1 \\
Synth warn & 1 \\
Top cell type's share of synthesized area & 0.193 \\
Seq share, synth & 0 \\
Yosys stat cell total & 246 \\
Mean Syn Cell Area & 7.10 sq um \\
Synthesized instance count & about 250 \\
Netlist cell types & 47 \\
Chip area line of the yosys report & between 1500 and 2000 sq um \\
Cell types occupying the most area after synthesis & sky130\_fd\_sc\_hd\_\_ha\_1, sky130\_fd\_sc\_hd\_\_mux2\_2, sky130\_fd\_sc\_hd\_\_a21oi\_1 \\
\multicolumn{2}{l}{\textbf{Floorplan}} \\
Horizontal die size & 114 um \\
Vertical extent of the die & 114 um \\
Core Footprint & 8680 sq um \\
Chip footprint & 13000 sq um \\
Number of ports placed on the die boundary & 84 \\
Fp\_density & 0.201 \\
Std cell rows & 34 \\
\multicolumn{2}{l}{\textbf{STA}} \\
Tightest Pin Transition & 0.570 ns \\
Final critical-path required period & slightly below 20 ns \\
Count of final max-slew check failures & 0 \\
Fin crit share & 1.08 \\
Number of setup violations in the final report & 4 \\
F\_max & around 51 MHz \\
Remaining max-slew budget at the tightest pin & 0.616 \\
Number of endpoints with negative hold slack in the final report & 0 \\
Unrepaired setup endpoints after global routing & true \\
Sum Neg Setup Slack & -5.67 ns \\
Worst Setup Slack, final & -1.43 ns \\
WHS & 8.19 ns \\
\multicolumn{2}{l}{\textbf{Critical path}} \\
Required time of the critical path & about 15 ns \\
Startpoint types & primary input \\
Crit path max fanout & 6 \\
Crit Path Category & primary input to output port \\
Worst Setup End Kind & output port \\
Longest individual stage delay on the worst path & between 0.4 and 0.5 ns \\
Crit path arrival time & around 16 ns \\
Slowest stage cell on the critical path & sky130\_fd\_sc\_hd\_\_or4\_4 \\
Critical path's most frequent cell & sky130\_fd\_sc\_hd\_\_ha\_4 \\
\multicolumn{2}{l}{\textbf{Routing}} \\
Vias per std cell & 4.79 \\
Antenna diodes & 0 \\
Number of design rule violations left after detail routing & 0 \\
Total number of vias & 2763 \\
Post-route ant nets & 0 \\
Total iterations of the first detailed-routing run & 4 \\
Wirelength per Cell & 14.6 um \\
Detailed Route Iter0 Violations & 63 \\
Routed Wire Length & approximately 8.4 mm \\
\multicolumn{2}{l}{\textbf{Outcome}} \\
Status & finished with violations \\
Failing checks & negative setup slack \\
\multicolumn{2}{l}{\textbf{Worst hold path}} \\
Launch point of the worst hold path & output\_layer\_out[64] \\
Hold Crit Endpoint & mnist\_class[0] \\
Worst hold path class & primary input to output port \\
Cells on Worst Hold Path & 5 \\
\multicolumn{2}{l}{\textbf{Global route}} \\
Via count of the first global-routing pass & around 2900 \\
Overall global routing resource usage & 0.116 \\
Global route total overflow & 0 \\
Wire length of the first global-routing pass & about 13 mm \\
Antenna violations before repair & 0 \\
Largest net degree at the start of global routing & 8 \\
\hline
\end{tabular}
[stage by stage]
stage | utilization | area (sq um)
global placement | 0.397 | 3440
detailed placement | 0.397 | 3440
finish | 0.514 | 4460
CTS | 0.478 | 4150
floorplan | - | 2110
global route | 0.514 | 4460
[area by class of cell]
type	count	area, sq um
inverter	29	129
multi-input combinational	212	2250
fill	756	4210
timing repair buffer	228	1950
tap	108	135
[cells by family after synthesis]
kind of cell	share of synthesized area
buf+inv	0.0824
simple gates	0.239
mux	0.111
fa+ha+maj	0.193
compound gates	0.374
[layout by cell type (no fill, tap or decap), drive strengths merged, types with 6 or more instances in the layout]
master         count
nand2             23
o21ai             11
nor2              15
clkdlybuf4s50     64
o21a               6
mux2              15
a21o              11
o2bb2ai            6
ha                27
inv               28
a211oi             9
a21oi             22
nand3              9
buf              158
or4                7
[how the worst max path moves through the flow]
| stage | depth (start not counted) | from | to | slack (ns) |
|---|---|---|---|---|
| final | 73 | output_layer_out[11] | mnist_class[0] | -1.43 |
| after global routing | 73 | output_layer_out[11] | mnist_class[0] | -2.05 |
| after CTS | 70 | output_layer_out[11] | mnist_class[0] | -1.44 |
[per-layer routing]
metal	up-vias	routed length [um]	GRT usage
met5	-	0	0
met4	0	89	0.00919
met3	11	367	0.0144
met2	64	4120	0.207
met1	1303	3860	0.150
li1	1385	-	-
[power breakdown]
part / switching [mW] / internal [mW]
logic: 0.0329 / 0.0479
clock network: 0 / 0
registers: 0 / 0
[worst max-delay path, delay by kind of cell]
family                   cells  cell delay, ns
multiplexers                 6            1.95
adder cells (fa/ha/maj)      9            2.37
buffers and inverters        7            0.89
AND/OR/NAND/NOR             20            2.18
AND-OR/OR-AND               31            4.96
[repair_timing]
action | in CTS | in global routing
buffers inserted | 75 | 17
gates resized | 73 | 46
hold buffers | 0 | 0
endpoints found under the setup margin | 4 | 4
pin swaps | 64 | 70
No activity file was given, so power comes from the tool's default toggle rates.
